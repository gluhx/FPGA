[./config.mk]
export PLATFORM = sky130hd
export DESIGN_NAME = filter
export DESIGN_NICKNAME = filter
export VERILOG_FILES = /design/flow/design.v
export SDC_FILE = /design/flow/constraint.sdc
export NUM_CORES = 4
export LEC_CHECK = 1
export CORE_UTILIZATION = 50
[./constraint.sdc]
current_design filter

set clk_period 14.7
set clk_io_pct 0.2

create_clock -name clk0 -period $clk_period [get_ports {clk}]

set non_clock_inputs [all_inputs -no_clocks]
set_input_delay [expr $clk_period * $clk_io_pct] -clock clk0 $non_clock_inputs
set_output_delay [expr $clk_period * $clk_io_pct] -clock clk0 [all_outputs]
[./design.v]
module mult_2t (
    input clk,
    input reset,
    input enable,
    input [31:0] multipliable_1,
    input [31:0] multipliable_2,
    output reg [31:0] mult_result = 32'b0
);
    reg [31:0] mult_delay = 32'b0;
    always @(posedge clk or negedge reset) begin
        if (!reset) begin
            mult_delay <= 32'b0;
            mult_result <= 32'b0;
        end else begin
            if (enable) begin
                mult_delay <= multipliable_1 * multipliable_2;
            end                
            mult_result <= mult_delay;
        end
    end
endmodule  
module sequence(
    input clk,
    input reset,
    input enable_start,
    input [31:0] x_n,
    input [31:0] x_n_1,
    output reg [31:0] y = 32'b0
);
parameter [31:0] a = 32'b10;
parameter [31:0] b = 32'b11;
parameter [31:0] aa = a * a;
parameter [31:0] ab = a * b;
wire [2:0][31:0] mult_result;
wire [31:0] temp_y;
mult_2t MULT_AAY(
    .clk(clk),
    .reset(reset),
    .enable(enable_start),
    .multipliable_1(aa),
    .multipliable_2(temp_y),
    .mult_result(mult_result[0])
);
mult_2t MULT_ABX(
    .clk(clk),
    .reset(reset),
    .enable(enable_start),
    .multipliable_1(ab),
    .multipliable_2(x_n_1),
    .mult_result(mult_result[1])
);
mult_2t MULT_BX(
    .clk(clk),
    .reset(reset),
    .enable(enable_start),
    .multipliable_1(b),
    .multipliable_2(x_n),
    .mult_result(mult_result[2])
);
assign temp_y = mult_result[0] + mult_result[1] + mult_result[2];
always @(posedge clk or negedge reset) begin 
    if (!reset) y <= 32'b0;
    else y <= temp_y;
end
endmodule  
module filter(
    input clk,
    input reset,
    input [31:0] x,
    output [31:0] y
);
reg [31:0] x_n = 32'b0;
reg [31:0] x_n_1 = 32'b0;
reg counter = 1'b0;
wire [31:0] add_y, even_y;
wire add, even;
sequence SEQ_ADD(
    .clk(clk),
    .reset(reset),
    .enable_start(add),
    .x_n(x_n),
    .x_n_1(x_n_1),
    .y(add_y)
);
sequence SEQ_EVEN(
    .clk(clk),
    .reset(reset),
    .enable_start(even),
    .x_n(x_n),
    .x_n_1(x_n_1),
    .y(even_y)
);
assign add = counter ? 1'b1 : 1'b0;
assign even = counter ? 1'b0 : 1'b1;
assign y = counter ? add_y : even_y;
always @(posedge clk or negedge reset) begin 
    if (!reset) begin 
        x_n <= 32'b0;
        x_n_1 <= 32'b0;
    end else begin 
        x_n <= x;
        x_n_1 <= x_n;
        counter <= ~counter;
    end
end
endmodule  
[./run.sh]
#!/bin/bash
# OpenROAD 26Q1-2900-gdf79404cd8, Yosys 0.63+post, stock flow scripts
make -C /OpenROAD-flow-scripts/flow DESIGN_CONFIG=/design/flow/config.mk WORK_HOME=/design/flow/orfs finish
==> reports/results.tsv <==
metric	value	unit
final WL	43200	um
hpwl dp	31400	um
clock sink count	500	
Critical Path Start Type	register	
Post-synth top cells	499 x dfrtp_1, 150 x nand2_1, 132 x mux2_2, 119 x ha_1, 106 x a21oi_1	
Pins Over Slew Limit	0	
Crit path required time	11.76	ns
post-CTS setup buffer count	0	
gr ovfl total	0	
Worst Hold Class	register to register	
kind of end point of the critical path	output port	
Syn-to-layout area delta	14.1	%
final worst clock skew	0.0149	ns
DRC	0	
MaxCap Viol Count	0	
most numerous cell in the Yosys netlist	dfrtp_1	
GRT Overall Usage	21.7	%
# Cells Yosys	1736	
OpenROAD warnings	25	
ys async rst share	99.8	%
initial antenna violation count	0	
diode count	0	
top_reg_cell synth	dfrtp_1	
synthesized instance count	1736	
number of enable flip-flop cells	1	
chip area in the Yosys report	22100	um^2
post-synthesis cell area	22100	um^2
Rel. slew slack	48.3	%
DR vias/cell	5.33	
routed length per instance	17.6	um
share of cells above drive strength 1	12.9	%
syn avg cell area	12.7	um^2
Registers, synthesis	500	
Initial Util	51.0	%
# setup viols final	0	
clk buf depth	3	
post-cts hold-fix buffer tally	0	
CTS tree	built	
antenna-violating nets left	0	
Clk pin slew, worst setup/hold paths	0.06	ns
CORE AREA	43300	um^2
unrepaired setup endpoints after global routing	false	
leading area contributor after synthesis	dfrtp_1	
ranking of synthesized cells by area	dfrtp_1 57%, ha_1 6.7%, mux2_2 6.7%, fa_1 5.6%, xnor2_1 2.8%	
Setup CP Type	register to output port	
# resized after CTS	0	
Seq/Total Area, Yosys	56.7	%
Worst-Margin Slew	0.765	ns
Die Ht	212	um
TritonCTS Buffers	51	
cells along the critical path	buf_4, buf_4, mux2_2, clkdlybuf4s50_1	
fill count	3423	
clk latency late pin	0.59	ns
fin crit period	5.86	ns
Placer Congestion	0.915	
Area leader share	56.6	%
slowest CP cell	buf_4	
CP dominant cell by count	buf_4	
crit path max fanout	54	
via count	13100	
Power Density	249	nW/um^2
H-tree levels	2	
Crit path largest cell delay	0.66	ns
setup_tns	0	ns
VDD IR max	0.111	mV
Die Area	45000	um^2
first-pass detailed-route iteration total	4	
YS warnings	3	
fmax	0.171	GHz
overall power	6.28	mW
# rows	76	
Unique cell types	71	
pin count of the biggest net entering global routing	88	
leakage	11.3	nW
CTS Root Cell	clkbuf_16	
IO Count	66	
DR iter-0 viols	732	
first-pass GRT wire length	71200	um
Final Hold Fails	0	
outcome	finished, final reports clean	
port bufs	65	
vias in the first global route	13200	
Arrival @ worst endpoint	2.92	ns
Final period util	39.9	%
die width	212	um
==> metrics by stage <==
stage,instance area [um^2],hold slack [ns],setup slack [ns],std cells,util [%]
detailed placement,23400,0.354,9.01,2358,54.1
global route,25200,0.373,8.63,2451,58.2
finish,25200,0.365,8.84,2451,58.2
global placement,23400,0.350,9.06,2358,54.1
floorplan,22100,0.349,10.42,1736,-
CTS,25200,0.367,8.79,2451,58.2
==> cells in the final DEF (no fill, tap or decap), drive strengths merged, types with 4 or more instances in the layout <==
master         instances
a31oi                 15
nor3                  12
nand3                 22
xnor2                 71
mux2                 132
o211ai                 8
o21ai                104
nand4                 12
a21oi                107
and3                  13
clkinv                10
ha                   119
a221o                  4
xor2                  43
clkinvlp               4
nor2                  79
clkbuf                75
a21o                  64
bufinv                 5
inv                   30
nor2b                 10
buf                   15
o21bai                18
nand2                150
clkdlybuf4s50         64
o31ai                  9
a21boi                 5
fa                    62
and2                   6
a211o                  4
a211oi                13
dfrtp                499
nand2b                 8
o21a                  18
==> flip-flops by register name, summed over array words and instances, names as in the netlist <==
signal	count
SEQ_ADD.MULT_BX.mult_delay	32
SEQ_ADD.MULT_BX.mult_result	32
SEQ_ADD.y	32
SEQ_EVEN.MULT_BX.mult_delay	32
SEQ_EVEN.MULT_BX.mult_result	32
SEQ_EVEN.y	32
x_n	32
SEQ_ADD.MULT_ABX.mult_delay	31
SEQ_ADD.MULT_ABX.mult_result	31
SEQ_EVEN.MULT_ABX.mult_delay	31
SEQ_EVEN.MULT_ABX.mult_result	31
x_n_1	31
SEQ_ADD.MULT_AAY.mult_delay	30
SEQ_ADD.MULT_AAY.mult_result	30
SEQ_EVEN.MULT_AAY.mult_delay	30
SEQ_EVEN.MULT_AAY.mult_result	30
counter	1
==> metal layers <==
metal	vias to the layer above	share of wire [%]	track usage, %
li1	6304	-	-
met1	6417	50	38.1
met2	282	39	27.5
met3	60	9.2	8.22
met4	2	1.8	3.47
met5	-	0.13	1.00
==> critical path: cells and delay by family, from the launching register on <==
kind     cells  cell delay (ns)
buf+inv      3             1.54
flops        1             0.34
mux          1             0.40
==> cells by family (layout without fill, tap and decap cells) <==
logic type      count (synthesis)  count (layout)  share of synthesized area [%]
compound gates                405             405                           11.7
simple gates                  329             329                           6.63
xor+xnor                      114             114                           4.52
buf+inv                        73             203                           1.24
mux                           134             134                           6.83
fa+ha+maj                     181             181                           12.4
flops                         500             500                           56.7
==> where the power goes <==
group	total, mW	internal, mW	switching, mW	leakage [nW]
Sequential	2.08	1.85	0.232	5.89
Clock	1.33	0.807	0.519	0.858
Combinational	2.87	1.27	1.60	4.56
==> cell type report <==
type | instances | area (um^2) | area share, %
sequential | 500 | 12500 | 49.7
clock inverter | 18 | 236 | 0.939
inverter | 31 | 118 | 0.467
tap | 585 | 732 | 2.91
clock buffer | 75 | 1530 | 6.07
multi-input combinational | 1163 | 9280 | 36.9
timing repair buffer | 79 | 761 | 3.02
==> worst paths after layout <==
| check | start | cells after the start | slack [ns] | to |
|---|---|---|---|---|
| setup / recovery | counter$_DFFE_PP_ | 4 | 8.84 | y[19] |
| hold / removal | SEQ_ADD.MULT_BX.mult_result[0]$_DFF_PN0_ | 0 | 0.36 | SEQ_ADD.y[0]$_DFF_PN0_ |
| setup reg to reg | SEQ_EVEN.MULT_BX.mult_result[3]$_DFF_PN0_ | 11 | 10.74 | SEQ_EVEN.y[31]$_DFF_PN0_ |
| hold reg to reg | SEQ_ADD.MULT_BX.mult_result[0]$_DFF_PN0_ | 0 | 0.36 | SEQ_ADD.y[0]$_DFF_PN0_ |
| max in group asynchronous | reset | 4 | 9.77 | SEQ_EVEN.MULT_BX.mult_result[31]$_DFF_PN0_ |
| min in group asynchronous | reset | 1 | 2.33 | SEQ_EVEN.y[10]$_DFF_PN0_ |
Power figures rest on the tool's default switching activity, not on a simulated workload.
