## flow/run.sh

```bash
#!/bin/bash
# OpenROAD 26Q1-2900-gdf79404cd8, Yosys 0.63+post, stock flow scripts
make -C /OpenROAD-flow-scripts/flow DESIGN_CONFIG=/design/flow/config.mk WORK_HOME=/design/flow/orfs finish
```

## flow/config.mk

```make
export PLATFORM = sky130hd
export DESIGN_NAME = AXI_master
export DESIGN_NICKNAME = AXI_master
export VERILOG_FILES = /design/flow/design.v
export SDC_FILE = /design/flow/constraint.sdc
export NUM_CORES = 4
export LEC_CHECK = 1
export CORE_AREA = 10 10 70 70
export DIE_AREA = 0 0 80 80
```

## flow/constraint.sdc

```tcl
current_design AXI_master

set clk_period 1.6
set clk_io_pct 0.2

create_clock -name clk0 -period $clk_period [get_ports {clk}]

set non_clock_inputs [all_inputs -no_clocks]
set_input_delay [expr $clk_period * $clk_io_pct] -clock clk0 $non_clock_inputs
set_output_delay [expr $clk_period * $clk_io_pct] -clock clk0 [all_outputs]
```

## flow/design.v

```verilog
module AXI_master(
    input clk,
    input reset_n,
    output reg [7:0] data,
    output reg valid,
    output reg last,
    input ready,
    input [63:0] data_in,
    input we
);
reg [63:0] data_buff = 64'b0;
reg [2:0] buff_count = 3'b0;
wire flag_handshake;
assign flag_handshake = ready & valid;
always @(posedge clk or negedge reset_n) begin 
    if (~reset_n) valid <= 1'b0;
    else if ((buff_count > 0) & ~we) begin 
        if (valid == 1'b0) begin 
            data <= data_buff[7:0];
            data_buff <= {8'b0, data_buff[63:8]};
        end
        valid <= 1'b1;
    end else valid <= 1'b0;
end 
always @(posedge clk or negedge reset_n) begin 
    if(~reset_n) begin 
        data_buff <= 64'b0;
        buff_count <= 4'b0;
    end else begin
        if (we) begin 
            data_buff <= data_in;
            buff_count <= 3'b111;
        end
        if (flag_handshake & (buff_count > 0) & ~we) begin
            if(buff_count > 1) data_buff <= {8'b0, data_buff[63:8]};
            buff_count <= buff_count - 1;
        end
    end       
end
always @(posedge clk or negedge reset_n) begin 
    if(~reset_n) begin 
        data <= 8'b0;
        last <= 1'b0;
    end else 
        if(flag_handshake) begin
            if(buff_count == 1) last <= 1'b1;
            else last <= 1'b0;
            data <= data_buff[7:0];
        end else last <= 1'b0;
end
endmodule
```

==> results_slide.txt <==
Implementation Results

Status
  – Outcome: completed

Die
  – Chip width: roughly 80 um
  – Die y size: 80 um
  – FP Util: 0.0974
  – Placeable Area: around 3400 sq um
  – IO Count: 78
  – Die area: 6400 sq um
  – # rows: 21

Worst setup path
  – Crit Path Category: register to primary output
  – Critical Path RT: roughly 1.3 ns
  – Crit path DAT: 1.17 ns
  – Crit path depth: 1
  – Max FO, Critical Path: 5
  – RR Endpoint: buff_count[2]$_DFFE_PN0P_
  – Worst setup EP type: primary output
  – Startpoint Class: register
  – R2R Path Start: buff_count[0]$_DFFE_PN0P_
  – CP Buf/Inv Count: 1
  – Register-to-register setup slack: 0.16 ns
  – Worst setup startpoint: valid$_DFF_PN0_
  – R2R depth: 5
  – CP peak stage delay: roughly 0.5 ns
  – Crit-path cells: clkdlybuf4s50_1
  – Crit path max-delay cell type: clkdlybuf4s50_1
  – Worst Setup EP: valid
  – Largest delay share family, worst path: buffers and inverters

Place
  – Port buffer count: 5
  – Placement Cell Area: ~410 sq um
  – Placed Instances: 80
  – HPWL Detailed: 526 um
  – Global placer's final weighted congestion: approximately 0.73
  – Pre-CTS setup slack: about 0.16 ns

Detailed routing
  – DRT Pass-1 Iters: 2
  – Post-route ant nets: 0
  – Drt initial violations: 8
  – Routed wire length: between 600 and 700 um
  – Wire per inst: 7.15 um
  – Vias/cell: ~2.4
  – Ant. Diodes: 0
  – Via count: around 200
  – Drt drc: 0

Synthesis
  – Area share of fa/ha/maj cells after synthesis: 0.113
  – Mapped Cells: 30
  – MUX share of area: 0.0301
  – Mapped cell area: about 330 sq um
  – Synth Area in Compound Gates: 0.0526
  – Seq cells post-synth: 5
  – Xor/xnor share: 0
  – Avg Inst Size Synth: between 10 and 15 sq um
  – Comb area leader: buffers and inverters
  – Cell Type Count: 12
  – Synthesis warning total: about 140
  – Yosys cell count: 30
  – Seq share, synth: 0.376
  – Chip area in the Yosys report: around 330 sq um
  – Simple share: 0.203

Timing
  – Final hold violations: 0
  – Post-route setup slack: about 0.11 ns
  – Max Clock Freq: about 0.67 GHz
  – Tmin final: about 1.5 ns
  – Setup Viol. Count Final: 0
  – Fin. max-slew vios: 0
  – Fin crit share: 0.930
  – Unrepaired setup endpoints after global routing: no
  – Post-route setup TNS: 0 ns
  – Clk_skew: around 0.0030 ns

Job
  – Log Warnings: 90
  – Max_cap viols: 0

Clock network
  – Root Buffer: clkbuf_4
  – Post-CTS Hold Fix Bufs: 0
  – H-tree depth: 1
  – Clock buffer depth: 2
  – Post-CTS Resized: 0
  – Reg clk slew, reported paths: 0.04 ns
  – Num CTS Buffers: 3
  – Clock latency (worst-skew pair): 0.24 ns
  – Sink Count: 5
  – CTS tree: built
  – Postcts setup bufs: 0

Power
  – LEAKAGE: 0.219 nW
  – PwrDens: 745 nW/um^2
  – Peak supply drop: approximately 0.00022 V

GRT
  – Overflow after GRT: 0
  – Gr usage total: 0.0221
  – Initial antenna violation count: 0
  – First-pass GRT wire length: ~1100 um
  – Largest net degree at the start of global routing: 6
  – Vias in the first global route: 226

Worst hold path
  – Min-delay worst type: primary input to asynchronous set/reset pin

Cells and area
  – Final instance area: around 430 sq um
  – Post-Layout Cell Count: roughly 84
  – Layout cells sized above 1: 0.105
  – Synth-to-layout area growth: 30.1%
==> metrics by stage <==
step | utilization | hold WS, ns | power [mW]
2_1_floorplan | - | 0.0244 | 0.173
3_3_place_gp | 0.119 | 0.468 | 0.179
3_5_place_dp | 0.119 | 0.479 | 0.181
4_1_cts | 0.127 | 0.303 | 0.328
5_1_grt | 0.127 | 0.301 | 0.348
6_report | 0.127 | 0.308 | 0.322
==> cell usage after synthesis (all sizes together) <==
cell type,number,area (sq um)
nor2b,1,6.26
nor2,2,7.51
mux2i,1,10.0
buf,8,60.1
nand3b,1,20.0
inv,3,11.3
dfrtp,5,125
conb,1,3.75
and4bb,2,25.0
ha,3,37.5
a211o,2,17.5
and4,1,8.76
==> worst min path at each step <==
stage / start / to / slack, ns / cells past startpoint
4_1_cts: reset_n / buff_count[2]$_DFFE_PN0P_ / 0.30 / 1
6_report: reset_n / buff_count[2]$_DFFE_PN0P_ / 0.31 / 1
5_1_grt: reset_n / buff_count[2]$_DFFE_PN0P_ / 0.30 / 1
==> report_power, final <==
group / switching [mW] / total [mW] / internal (mW)
clock network: 0.0498 / 0.144 / 0.0942
logic: 0.0168 / 0.0387 / 0.0219
registers: 0.00591 / 0.140 / 0.134
total: 0.0726 / 0.322 / 0.250
==> cell type report <==
| class | count | area, sq um |
|---|---|---|
| sequential | 5 | 125 |
| inverter | 3 | 11.3 |
| timing repair buffer | 5 | 50.0 |
| multi-input combinational | 21 | 163 |
| fill | 399 | 2980 |
| clock buffer | 4 | 26.3 |
| tap | 46 | 57.6 |
==> cells by family after synthesis <==
| kind of cell | after synthesis |
|---|---|
| and+or+nand+nor | 7 |
| adders and majority gates | 3 |
| DFF | 5 |
| AOI/OAI and AO/OA | 2 |
| muxes | 1 |
| buffers and inverters | 11 |
| other | 1 |
==> state kept, by name (all words and copies together) (netlist names) <==
| signal | flops |
|---|---|
| buff_count | 3 |
| valid | 1 |
| last | 1 |
==> metal layers <==
metal,vias to the layer above,part of all wire,GRT usage
li1,101,-,-
met1,86,0.51,0.0274
met2,13,0.31,0.0265
met3,0,0.17,0.0216
met4,0,0,0.00352
met5,-,0,0
==> cells in the final DEF, fill, tap and decap left out <==
cell,count
nor2b_1,1
ha_1,3
dfrtp_1,5
and4_1,1
clkbuf_4,3
inv_1,3
nand3b_4,1
conb_1,8
mux2i_1,1
nor2_1,2
and4bb_1,2
clkbuf_1,1
clkdlybuf4s50_1,5
a211o_1,2
No activity file was given, so power comes from the tool's default toggle rates.
