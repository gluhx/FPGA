### flow/design.v
module XOR #(
    parameter WIDTH = 8
)
(
    input [WIDTH - 1:0] in_1,
    input [WIDTH - 1:0] in_2,
    output [WIDTH - 1:0] out
);
assign out = in_1 ^ in_2;
endmodule  
module NOR #(
    parameter WIDTH = 8
)(
    input [WIDTH - 1:0] in,
    output out 
);
assign out = ~(|in) ? 1 : 0;
endmodule  
module memory_cell #(
    parameter CELL_SIZE = 8,
    parameter CELL_ADDR = 0,
    parameter ADDR_SIZE = 3
)(
    input clk,
    input reset,
    input wen,
    input priority_wen,
    input [CELL_SIZE - 1:0] input_data,
    input [CELL_SIZE - 1:0] check_data,
    input [ADDR_SIZE - 1:0] input_addr,
    output eq,
    output [ADDR_SIZE - 1:0] output_addr,
    output reg [CELL_SIZE - 1:0] output_data = 0
);
reg [ADDR_SIZE - 1:0] cell_addr = CELL_ADDR;
wire [CELL_SIZE - 1:0] temp_data;
XOR #(
    .WIDTH(CELL_SIZE)
) DD1 (
    .in_1(check_data),
    .in_2(output_data),
    .out(temp_data)
);
NOR #(
    .WIDTH(CELL_SIZE)
) DD2 (
    .in(temp_data),
    .out(eq)
);
assign output_addr = eq ? cell_addr : 0;
always @(posedge clk or negedge reset) begin 
    if (!(reset)) output_data <= 0;
    else if (((wen) && (cell_addr <= input_addr)) || priority_wen) output_data <= input_data; 
end
endmodule  
module LU_cache #(
    parameter CELL_SIZE = 8,
    parameter CELL_COUNT = 8,
    parameter CELL_ADDR_SIZE = 3
)
(
    input clk,
    input reset,
    input [CELL_SIZE - 1:0] data_in,
    input new_data,
    output [CELL_COUNT - 1:0][CELL_SIZE - 1:0] data_out
);
wire [CELL_ADDR_SIZE - 1:0] addr;  
wire [CELL_COUNT - 1:0][CELL_ADDR_SIZE-1:0] addr_array;
wire eq;
wire [CELL_COUNT - 1:0] eq_array;
wire priority_wen;
genvar i;
generate 
    for (i = 0; i < CELL_COUNT; i = i + 1) begin : memory_cel_modules
        if (i == 0) begin
            memory_cell #(
                .CELL_SIZE(CELL_SIZE),
                .ADDR_SIZE(CELL_ADDR_SIZE),
                .CELL_ADDR(i)
            ) CELL (
                .clk(clk),
                .reset(reset),
                .wen(new_data),
                .priority_wen(priority_wen),
                .input_data(data_in),
                .check_data(data_in),
                .input_addr(addr),
                .eq(eq_array[i]),
                .output_addr(addr_array[i]),
                .output_data(data_out[i])
            );
        end else begin
            memory_cell #(
                .CELL_SIZE(CELL_SIZE),
                .ADDR_SIZE(CELL_ADDR_SIZE),
                .CELL_ADDR(i)
            ) CELL (
                .clk(clk),
                .reset(reset),
                .wen(new_data),
                .priority_wen(priority_wen),
                .input_data(data_out[i-1]),
                .check_data(data_in),
                .input_addr(addr),
                .eq(eq_array[i]),
                .output_addr(addr_array[i]),
                .output_data(data_out[i])
            );
        end
    end
endgenerate
assign priority_wen = (!eq & new_data) ? 1 : 0;
assign eq = |eq_array;
genvar bit_idx;
generate
    for (bit_idx = 0; bit_idx < CELL_ADDR_SIZE; bit_idx = bit_idx + 1) begin : or_bit
        wire [CELL_COUNT-1:0] or_inputs;
        for (i = 0; i < CELL_COUNT; i = i + 1) begin : collect_bits
            assign or_inputs[i] = addr_array[i][bit_idx];
        end
        assign addr[bit_idx] = |or_inputs;
    end
endgenerate
endmodule  
### flow/run.sh
#!/bin/bash
# OpenROAD 26Q1-2900-gdf79404cd8, Yosys 0.63+post, stock flow scripts
make -C /OpenROAD-flow-scripts/flow DESIGN_CONFIG=/design/flow/config.mk WORK_HOME=/design/flow/orfs finish
### flow/config.mk
export PLATFORM = sky130hd
export DESIGN_NAME = LU_cache
export DESIGN_NICKNAME = LU_cache
export VERILOG_FILES = /design/flow/design.v
export SDC_FILE = /design/flow/constraint.sdc
export NUM_CORES = 4
export LEC_CHECK = 1
export CORE_UTILIZATION = 50
### flow/constraint.sdc
current_design LU_cache

set clk_period 3.9
set clk_io_pct 0.2

create_clock -name clk0 -period $clk_period [get_ports {clk}]

set non_clock_inputs [all_inputs -no_clocks]
set_input_delay [expr $clk_period * $clk_io_pct] -clock clk0 $non_clock_inputs
set_output_delay [expr $clk_period * $clk_io_pct] -clock clk0 [all_outputs]
==> flow_summary.yaml <==
# flow metrics
clock_network:
  clk_latency_ns: 0.33
  tritoncts: "done"
  numCtsBuffers: 9
  post_cts_resized: 0
  cts.hold.buffers_added: 0
  cts.repair_timing.setup_buffer_count: 0
  clock-root-buffer: "sky130_fd_sc_hd__clkbuf_8"
  cts-htree-levels: 3
  clkSlewWorstSetupHoldPaths_ns: 0.06
  max-clock-path-buffers: 2
  clkSinkCount: 64
grt:
  antenna_found_initial: 0
  number_of_global_route_vias_before_repair: 2191
  grt_pass1_wl_microns: 10980
  grt_start_max_net_pins: 39
  total_routing_usage_reported_by_global_routing_pct: 20.35
  grt_overflow_total: 0
yosys:
  top_cell: "sky130_fd_sc_hd__dfrtp_1"
  ys_async_sr_fraction_pct: 100.0
  synth_cells: 250
  yosys-stat-area_sq_mm: 0.003376
  post_synth_num_cell_types: 30
  flop_cell: "sky130_fd_sc_hd__dfrtp_1"
  post_synth_main_area_contributors: "sky130_fd_sc_hd__dfrtp_1 47%, sky130_fd_sc_hd__mux2_2 19%, sky130_fd_sc_hd__xor2_1 15%"
  synth_seq_share_pct: 47.44
  synth_stat.cells: 250
  synthTopCellsByCount: "64 x sky130_fd_sc_hd__dfrtp_1, 56 x sky130_fd_sc_hd__mux2_2, 56 x sky130_fd_sc_hd__xor2_1"
  synth.avg_cell_area_sq_um: 13.50
  synth_top_area_share_pct: 47.44
  synth-edff-count: 0
  yosysWarningCount: 8
  syn_area_sq_mm: 0.003376
  ys_ff: 64
  post-synth-top-area-cell: "sky130_fd_sc_hd__dfrtp_1"
power_and_ir_drop:
  cell_area_power_density_mw_per_mm2: 609.8
  power.total_uw: 2638
  ir_worst_vdd_v: 0.0003523
  leakage_uw: 0.001808
floorplan:
  floorplan.core_util_pct: 52.56
  chip_area_sq_mm: 0.007084
  floorplan.rows: 29
  design.core.area_sq_mm: 0.006422
  die-height_microns: 84.17
  die_width_microns: 84.17
  top_level_ports: 75
critical_path:
  critical_path_depth: 8
  critPathMaxStageDelay_ns: 0.68
  critPathBufInv: 1
  crit_required_ns: 4.11
  critPathArrivalTime_ns: 3.49
  crit_slowest_cell: "sky130_fd_sc_hd__clkdlybuf4s50_1"
  worst_r2r_path_depth: 7
  criticalPathCategory: "input pin to register"
  worstSetupStartpointType: "input pin"
  cp-startpoint: "data_in[1]"
  regToRegSetupSlack_ns: 1.43
  crit_fanout: 9
  timing.critical_path.mode_cell: "sky130_fd_sc_hd__nand2_1"
  timing.critical_path.cells: "clkdlybuf4s50_1 > xor2_1 > nor4_1 > nand2_1 > nand4_4 > nand2_1 > o21bai_4 > mux2_4"
  critical-path-top-delay-family: "simple AND/OR/NAND/NOR gates"
  critical_path.endpoint_type: "register"
timing:
  finalHoldViolations: 0
  grt_setup_unrepaired: "no"
  setup_viol_count_final: 0
  min_period_over_period_pct: 84.14
  setup_tns_ns: 0
  setup_ws_ns: 0.6187
  worst_hold_slack_ns: 0.4496
  clock.fmax_ghz: 0.3048
  max_slew_margin_pct: 60.88
  finalMaxSlewViolations: 0
  skew_ns: 0.004667
  worst_slew_pin_slew_ns: 0.5867
  finalWorstPathRequiredPeriod_ns: 3.281
layout:
  largest_registers: "memory_cel_modules.genblk1.CELL.output_data: 64 flops"
  num-fill-cells: 485
  largest_register: "memory_cel_modules.genblk1.CELL.output_data"
  synthToLayoutAreaGrowth_pct: 28.17
  final_layout_size_suffix_gt1_share_pct: 28.53
  number_of_flip_flops_under_the_largest_register_name: 64
flow_run:
  stage_log_warnings: 26
  maxCapViolCount: 0
drt:
  wl_per_cell_microns: 16.11
  via_count: 2213
  diodes: 0
  drt-initial-drc-count: 80
  detailedRoute.firstPassIterationCount: 21
  vias_per_cell: 5.398
  drtAntennaViolNets: 0
  drc_errors: 0
  drt-total-wl_microns: 6605
place:
  gp_routability_congestion: 0.7889
  number_of_buffer_cells_added_on_primary_ports: 74
  detailedPlace.worstSlack_ns: 0.2508
  hpwl_microns: 5001
hold_path:
  hold_class: "input pin to asynchronous set/reset pin"
outcome:
  status: "finished, final reports clean"
## logic make-up after synthesis
family                    count (synthesis)  synth area share (%)
buffers and inverters                    10                 2.705
xor gates and xnor gates                 64                 16.60
AOI/OAI and AO/OA                        11                 3.929
muxes                                    64                 22.24
DFF                                      64                 47.44
and+or+nand+nor                          37                 7.079
## power breakdown
group	switching, uW	internal [uW]	leakage [uW]	total (uW)
Clock	225	277	0.0000886	501
Combinational	241	728	0.000967	969
Sequential	268	900	0.000753	1170
Total	733	1910	0.00181	2640
## cells in the final DEF, fill, tap and decap left out, drive strengths merged
cell type,count
clkbuf,14
xnor2,8
o21bai,1
and2,2
o21ai,4
o311a,1
nand4,4
a2bb2o,1
nor2,3
buf,6
dfrtp,64
xor2,56
a31oi,1
nand2,12
o41ai,1
o31a,1
clkdlybuf4s50,73
mux2,64
o211ai,1
nand3,1
nor4,15
## worst reg2reg max path: cells and delay by family (launching register included)
kind,cells,cell delay [ns]
flops,1,0.41
simple gates,4,1.06
mux,1,0.34
compound gates,1,0.39
xor+xnor,1,0.17
## metrics by stage
stage | cell area [sq um] | utilization (%) | cells
after detailed placement | 4154 | 64.68 | 396
after floorplan | 3376 | - | 250
after CTS | 4327 | 67.37 | 410
after global placement | 4154 | 64.68 | 396
final | 4327 | 67.37 | 410
after global routing | 4327 | 67.37 | 410
## cell type report
class | instances | area [sq um] | area share [%]
flip-flops and latches | 64 | 1602 | 37.02
repair buffers | 79 | 773.2 | 17.87
well taps | 77 | 96.34 | 2.227
clock buffers | 14 | 172.7 | 3.991
multi-input cells | 176 | 1683 | 38.90
## metal layers
metal | global-route usage, % | vias up | share of wire, %
li1 | - | 1042 | -
met1 | 32.56 | 1110 | 47
met2 | 31.45 | 56 | 47
met3 | 4.582 | 5 | 4.8
met4 | 1.567 | 0 | 1.0
met5 | 0 | - | 0
## worst min path at each step
stage                                        end  slack [ns]  depth (start not counted)
after CTS             asynchronous set/reset pin        0.46                          1
after global routing  asynchronous set/reset pin        0.49                          1
final                 asynchronous set/reset pin        0.45                          1
Power is estimated from default activity; no workload was simulated.
